### flow/design.v
`timescale 100fs/100fs
module MainMemory
    (  
      input  CLOCK  
    , input  RESET  
    , input  ENABLE
    , input [31:0] FETCH_ADDRESS
    , input [64:0] EDIT_SERIAL
    , output reg [31:0] DATA
    );
  wire signed [63:0] c$wild_app_arg;
  wire  c$app_arg;
  wire signed [63:0] c$wild_app_arg_0;
  wire [63:0] a1;
  wire signed [63:0] wild;
  wire signed [63:0] wild_0;
  wire [63:0] ds;
  wire [31:0] c$i;
  assign c$wild_app_arg = $unsigned({{(64-32) {1'b0}},FETCH_ADDRESS});
  assign c$app_arg = EDIT_SERIAL[64:64] ? 1'b1 : 1'b0;
  assign c$i = ds[63:32];
  assign c$wild_app_arg_0 = $unsigned({{(64-32) {1'b0}},c$i});
  reg [31:0] DATA_RAM [0:512-1];
  reg [16383:0] ram_init;
  integer i;
  initial begin
    ram_init = {32'b00000000000000000000000000000000,32'b00000000000000000000000000000000,32'b00000000000000000000000000000000,32'b00000000000000000000000000000000,32'b00000000000000000000000000000000,32'b00000000000000000000000000000000,32'b00000000000000000000000000000000,32'b00000000000000000000000000000000,32'b00000000000000000000000000000000,32'b00000000000000000000000000000000,32'b00000000000000000000000000000000,32'b00000000000000000000000000000000,32'b00000000000000000000000000000000,32'b00000000000000000000000000000000,32'b00000000000000000000000000000000,32'b00000000000000000000000000000000,32'b00000000000000000000000000000000,32'b00000000000000000000000000000000,32'b00000000000000000000000000000000,32'b00000000000000000000000000000000,32'b00000000000000000000000000000000,32'b00000000000000000000000000000000,32'b00000000000000000000000000000000,32'b00000000000000000000000000000000,32'b00000000000000000000000000000000,32'b00000000000000000000000000000000,32'b00000000000000000000000000000000,32'b00000000000000000000000000000000,32'b00000000000000000000000000000000,32'b00000000000000000000000000000000,32'b00000000000000000000000000000000,32'b00000000000000000000000000000000,32'b00000000000000000000000000000000,32'b00000000000000000000000000000000,32'b00000000000000000000000000000000,32'b00000000000000000000000000000000,32'b00000000000000000000000000000000,32'b00000000000000000000000000000000,32'b00000000000000000000000000000000,32'b00000000000000000000000000000000,32'b00000000000000000000000000000000,32'b00000000000000000000000000000000,32'b00000000000000000000000000000000,32'b00000000000000000000000000000000,32'b00000000000000000000000000000000,32'b00000000000000000000000000000000,32'b00000000000000000000000000000000,32'b00000000000000000000000000000000,32'b00000000000000000000000000000000,32'b00000000000000000000000000000000,32'b00000000000000000000000000000000,32'b00000000000000000000000000000000,32'b00000000000000000000000000000000,32'b00000000000000000000000000000000,32'b00000000000000000000000000000000,32'b00000000000000000000000000000000,32'b00000000000000000000000000000000,32'b00000000000000000000000000000000,32'b00000000000000000000000000000000,32'b00000000000000000000000000000000,32'b00000000000000000000000000000000,32'b00000000000000000000000000000000,32'b00000000000000000000000000000000,32'b00000000000000000000000000000000,32'b00000000000000000000000000000000,32'b00000000000000000000000000000000,32'b00000000000000000000000000000000,32'b00000000000000000000000000000000,32'b00000000000000000000000000000000,32'b00000000000000000000000000000000,32'b00000000000000000000000000000000,32'b00000000000000000000000000000000,32'b00000000000000000000000000000000,32'b00000000000000000000000000000000,32'b00000000000000000000000000000000,32'b00000000000000000000000000000000,32'b00000000000000000000000000000000,32'b00000000000000000000000000000000,32'b00000000000000000000000000000000,32'b00000000000000000000000000000000,32'b00000000000000000000000000000000,32'b00000000000000000000000000000000,32'b00000000000000000000000000000000,32'b00000000000000000000000000000000,32'b00000000000000000000000000000000,32'b00000000000000000000000000000000,32'b00000000000000000000000000000000,32'b00000000000000000000000000000000,32'b00000000000000000000000000000000,32'b00000000000000000000000000000000,32'b00000000000000000000000000000000,32'b00000000000000000000000000000000,32'b00000000000000000000000000000000,32'b00000000000000000000000000000000,32'b00000000000000000000000000000000,32'b00000000000000000000000000000000,32'b00000000000000000000000000000000,32'b00000000000000000000000000000000,32'b00000000000000000000000000000000,32'b00000000000000000000000000000000,32'b00000000000000000000000000000000,32'b00000000000000000000000000000000,32'b00000000000000000000000000000000,32'b00000000000000000000000000000000,32'b00000000000000000000000000000000,32'b00000000000000000000000000000000,32'b00000000000000000000000000000000,32'b00000000000000000000000000000000,32'b00000000000000000000000000000000,32'b00000000000000000000000000000000,32'b00000000000000000000000000000000,32'b00000000000000000000000000000000,32'b00000000000000000000000000000000,32'b00000000000000000000000000000000,32'b00000000000000000000000000000000,32'b00000000000000000000000000000000,32'b00000000000000000000000000000000,32'b00000000000000000000000000000000,32'b00000000000000000000000000000000,32'b00000000000000000000000000000000,32'b00000000000000000000000000000000,32'b00000000000000000000000000000000,32'b00000000000000000000000000000000,32'b00000000000000000000000000000000,32'b00000000000000000000000000000000,32'b00000000000000000000000000000000,32'b00000000000000000000000000000000,32'b00000000000000000000000000000000,32'b00000000000000000000000000000000,32'b00000000000000000000000000000000,32'b00000000000000000000000000000000,32'b00000000000000000000000000000000,32'b00000000000000000000000000000000,32'b00000000000000000000000000000000,32'b00000000000000000000000000000000,32'b00000000000000000000000000000000,32'b00000000000000000000000000000000,32'b00000000000000000000000000000000,32'b00000000000000000000000000000000,32'b00000000000000000000000000000000,32'b00000000000000000000000000000000,32'b00000000000000000000000000000000,32'b00000000000000000000000000000000,32'b00000000000000000000000000000000,32'b00000000000000000000000000000000,32'b00000000000000000000000000000000,32'b00000000000000000000000000000000,32'b00000000000000000000000000000000,32'b00000000000000000000000000000000,32'b00000000000000000000000000000000,32'b00000000000000000000000000000000,32'b00000000000000000000000000000000,32'b00000000000000000000000000000000,32'b00000000000000000000000000000000,32'b00000000000000000000000000000000,32'b00000000000000000000000000000000,32'b00000000000000000000000000000000,32'b00000000000000000000000000000000,32'b00000000000000000000000000000000,32'b00000000000000000000000000000000,32'b00000000000000000000000000000000,32'b00000000000000000000000000000000,32'b00000000000000000000000000000000,32'b00000000000000000000000000000000,32'b00000000000000000000000000000000,32'b00000000000000000000000000000000,32'b00000000000000000000000000000000,32'b00000000000000000000000000000000,32'b00000000000000000000000000000000,32'b00000000000000000000000000000000,32'b00000000000000000000000000000000,32'b00000000000000000000000000000000,32'b00000000000000000000000000000000,32'b00000000000000000000000000000000,32'b00000000000000000000000000000000,32'b00000000000000000000000000000000,32'b00000000000000000000000000000000,32'b00000000000000000000000000000000,32'b00000000000000000000000000000000,32'b00000000000000000000000000000000,32'b00000000000000000000000000000000,32'b00000000000000000000000000000000,32'b00000000000000000000000000000000,32'b00000000000000000000000000000000,32'b00000000000000000000000000000000,32'b00000000000000000000000000000000,32'b00000000000000000000000000000000,32'b00000000000000000000000000000000,32'b00000000000000000000000000000000,32'b00000000000000000000000000000000,32'b00000000000000000000000000000000,32'b00000000000000000000000000000000,32'b00000000000000000000000000000000,32'b00000000000000000000000000000000,32'b00000000000000000000000000000000,32'b00000000000000000000000000000000,32'b00000000000000000000000000000000,32'b00000000000000000000000000000000,32'b00000000000000000000000000000000,32'b00000000000000000000000000000000,32'b00000000000000000000000000000000,32'b00000000000000000000000000000000,32'b00000000000000000000000000000000,32'b00000000000000000000000000000000,32'b00000000000000000000000000000000,32'b00000000000000000000000000000000,32'b00000000000000000000000000000000,32'b00000000000000000000000000000000,32'b00000000000000000000000000000000,32'b00000000000000000000000000000000,32'b00000000000000000000000000000000,32'b00000000000000000000000000000000,32'b00000000000000000000000000000000,32'b00000000000000000000000000000000,32'b00000000000000000000000000000000,32'b00000000000000000000000000000000,32'b00000000000000000000000000000000,32'b00000000000000000000000000000000,32'b00000000000000000000000000000000,32'b00000000000000000000000000000000,32'b00000000000000000000000000000000,32'b00000000000000000000000000000000,32'b00000000000000000000000000000000,32'b00000000000000000000000000000000,32'b00000000000000000000000000000000,32'b00000000000000000000000000000000,32'b00000000000000000000000000000000,32'b00000000000000000000000000000000,32'b00000000000000000000000000000000,32'b00000000000000000000000000000000,32'b00000000000000000000000000000000,32'b00000000000000000000000000000000,32'b00000000000000000000000000000000,32'b00000000000000000000000000000000,32'b00000000000000000000000000000000,32'b00000000000000000000000000000000,32'b00000000000000000000000000000000,32'b00000000000000000000000000000000,32'b00000000000000000000000000000000,32'b00000000000000000000000000000000,32'b00000000000000000000000000000000,32'b00000000000000000000000000000000,32'b00000000000000000000000000000000,32'b00000000000000000000000000000000,32'b00000000000000000000000000000000,32'b00000000000000000000000000000000,32'b00000000000000000000000000000000,32'b00000000000000000000000000000000,32'b00000000000000000000000000000000,32'b00000000000000000000000000000000,32'b00000000000000000000000000000000,32'b00000000000000000000000000000000,32'b00000000000000000000000000000000,32'b00000000000000000000000000000000,32'b00000000000000000000000000000000,32'b00000000000000000000000000000000,32'b00000000000000000000000000000000,32'b00000000000000000000000000000000,32'b00000000000000000000000000000000,32'b00000000000000000000000000000000,32'b00000000000000000000000000000000,32'b00000000000000000000000000000000,32'b00000000000000000000000000000000,32'b00000000000000000000000000000000,32'b00000000000000000000000000000000,32'b00000000000000000000000000000000,32'b00000000000000000000000000000000,32'b00000000000000000000000000000000,32'b00000000000000000000000000000000,32'b00000000000000000000000000000000,32'b00000000000000000000000000000000,32'b00000000000000000000000000000000,32'b00000000000000000000000000000000,32'b00000000000000000000000000000000,32'b00000000000000000000000000000000,32'b00000000000000000000000000000000,32'b00000000000000000000000000000000,32'b00000000000000000000000000000000,32'b00000000000000000000000000000000,32'b00000000000000000000000000000000,32'b00000000000000000000000000000000,32'b00000000000000000000000000000000,32'b00000000000000000000000000000000,32'b00000000000000000000000000000000,32'b00000000000000000000000000000000,32'b00000000000000000000000000000000,32'b00000000000000000000000000000000,32'b00000000000000000000000000000000,32'b00000000000000000000000000000000,32'b00000000000000000000000000000000,32'b00000000000000000000000000000000,32'b00000000000000000000000000000000,32'b00000000000000000000000000000000,32'b00000000000000000000000000000000,32'b00000000000000000000000000000000,32'b00000000000000000000000000000000,32'b00000000000000000000000000000000,32'b00000000000000000000000000000000,32'b00000000000000000000000000000000,32'b00000000000000000000000000000000,32'b00000000000000000000000000000000,32'b00000000000000000000000000000000,32'b00000000000000000000000000000000,32'b00000000000000000000000000000000,32'b00000000000000000000000000000000,32'b00000000000000000000000000000000,32'b00000000000000000000000000000000,32'b00000000000000000000000000000000,32'b00000000000000000000000000000000,32'b00000000000000000000000000000000,32'b00000000000000000000000000000000,32'b00000000000000000000000000000000,32'b00000000000000000000000000000000,32'b00000000000000000000000000000000,32'b00000000000000000000000000000000,32'b00000000000000000000000000000000,32'b00000000000000000000000000000000,32'b00000000000000000000000000000000,32'b00000000000000000000000000000000,32'b00000000000000000000000000000000,32'b00000000000000000000000000000000,32'b00000000000000000000000000000000,32'b00000000000000000000000000000000,32'b00000000000000000000000000000000,32'b00000000000000000000000000000000,32'b00000000000000000000000000000000,32'b00000000000000000000000000000000,32'b00000000000000000000000000000000,32'b00000000000000000000000000000000,32'b00000000000000000000000000000000,32'b00000000000000000000000000000000,32'b00000000000000000000000000000000,32'b00000000000000000000000000000000,32'b00000000000000000000000000000000,32'b00000000000000000000000000000000,32'b00000000000000000000000000000000,32'b00000000000000000000000000000000,32'b00000000000000000000000000000000,32'b00000000000000000000000000000000,32'b00000000000000000000000000000000,32'b00000000000000000000000000000000,32'b00000000000000000000000000000000,32'b00000000000000000000000000000000,32'b00000000000000000000000000000000,32'b00000000000000000000000000000000,32'b00000000000000000000000000000000,32'b00000000000000000000000000000000,32'b00000000000000000000000000000000,32'b00000000000000000000000000000000,32'b00000000000000000000000000000000,32'b00000000000000000000000000000000,32'b00000000000000000000000000000000,32'b00000000000000000000000000000000,32'b00000000000000000000000000000000,32'b00000000000000000000000000000000,32'b00000000000000000000000000000000,32'b00000000000000000000000000000000,32'b00000000000000000000000000000000,32'b00000000000000000000000000000000,32'b00000000000000000000000000000000,32'b00000000000000000000000000000000,32'b00000000000000000000000000000000,32'b00000000000000000000000000000000,32'b00000000000000000000000000000000,32'b00000000000000000000000000000000,32'b00000000000000000000000000000000,32'b00000000000000000000000000000000,32'b00000000000000000000000000000000,32'b00000000000000000000000000000000,32'b00000000000000000000000000000000,32'b00000000000000000000000000000000,32'b00000000000000000000000000000000,32'b00000000000000000000000000000000,32'b00000000000000000000000000000000,32'b00000000000000000000000000000000,32'b00000000000000000000000000000000,32'b00000000000000000000000000000000,32'b00000000000000000000000000000000,32'b00000000000000000000000000000000,32'b00000000000000000000000000000000,32'b00000000000000000000000000000000,32'b00000000000000000000000000000000,32'b00000000000000000000000000000000,32'b00000000000000000000000000000000,32'b00000000000000000000000000000000,32'b00000000000000000000000000000000,32'b00000000000000000000000000000000,32'b00000000000000000000000000000000,32'b00000000000000000000000000000000,32'b00000000000000000000000000000000,32'b00000000000000000000000000000000,32'b00000000000000000000000000000000,32'b00000000000000000000000000000000,32'b00000000000000000000000000000000,32'b00000000000000000000000000000000,32'b00000000000000000000000000000000,32'b00000000000000000000000000000000,32'b00000000000000000000000000000000,32'b00000000000000000000000000000000,32'b00000000000000000000000000000000,32'b00000000000000000000000000000000,32'b00000000000000000000000000000000,32'b00000000000000000000000000000000,32'b00000000000000000000000000000000,32'b00000000000000000000000000000000,32'b00000000000000000000000000000000,32'b00000000000000000000000000000000,32'b00000000000000000000000000000000,32'b00000000000000000000000000000000,32'b00000000000000000000000000000000,32'b00000000000000000000000000000000,32'b00000000000000000000000000000000,32'b00000000000000000000000000000000,32'b00000000000000000000000000000000,32'b00000000000000000000000000000000,32'b00000000000000000000000000000000,32'b00000000000000000000000000000000,32'b00000000000000000000000000000000,32'b00000000000000000000000000000000,32'b00000000000000000000000000000000,32'b00000000000000000000000000000000,32'b00000000000000000000000000000000,32'b00000000000000000000000000000000,32'b00000000000000000000000000000000,32'b00000000000000000000000000000000,32'b00000000000000000000000000000000,32'b00000000000000000000000000000000,32'b00000000000000000000000000000000,32'b00000000000000000000000000000000,32'b00000000000000000000000000000000,32'b00000000000000000000000000000000,32'b00000000000000000000000000000000,32'b00000000000000000000000000000000,32'b00000000000000000000000000000000,32'b00000000000000000000000000000000,32'b00000000000000000000000000000000,32'b00000000000000000000000000000000,32'b00000000000000000000000000000000,32'b00000000000000000000000000000000,32'b00000000000000000000000000000000,32'b00000000000000000000000000000000,32'b00000000000000000000000000000000,32'b00000000000000000000000000000000,32'b00000000000000000000000000000000,32'b00000000000000000000000000000000,32'b00000000000000000000000000000000,32'b00000000000000000000000000000000,32'b00000000000000000000000000000000,32'b00000000000000000000000000000000,32'b00000000000000000000000000000000,32'b00000000000000000000000000000000,32'b00000000000000000000000000000000,32'b00000000000000000000000000000000,32'b00000000000000000000000000000000,32'b00000000000000000000000000000000,32'b00000000000000000000000000000000,32'b00000000000000000000000000000000,32'b00000000000000000000000000000000,32'b00000000000000000000000000000000,32'b00000000000000000000000000000000,32'b00000000000000000000000000000000,32'b00000000000000000000000000000000,32'b00000000000000000000000000000000,32'b00000000000000000000000000000000,32'b00000000000000000000000000000000,32'b00000000000000000000000000000000,32'b00000000000000000000000000000000,32'b00000000000000000000000000000000,32'b00000000000000000000000000000000,32'b00000000000000000000000000000000,32'b00000000000000000000000000000000,32'b00000000000000000000000000000000,32'b00000000000000000000000000000000,32'b00000000000000000000000000000000,32'b00000000000000000000000000000000,32'b00000000000000000000000000000000,32'b00000000000000000000000000000000,32'b00000000000000000000000000000000,32'b00000000000000000000000000000000,32'b00000000000000000000000000000000,32'b00000000000000000000000000000000,32'b00000000000000000000000000000000,32'b00000000000000000000000000000000,32'b00000000000000000000000000000000,32'b00000000000000000000000000000000,32'b00000000000000000000000000000000,32'b00000000000000000000000000000000,32'b00000000000000000000000000000000,32'b00000000000000000000000000000000,32'b00000000000000000000000000000000,32'b00000000000000000000000000000000,32'b00000000000000000000000000000000,32'b00000000000000000000000000000000,32'b00000000000000000000000000000000,32'b00000000000000000000000000000000,32'b00000000000000000000000000000000,32'b00000000000000000000000000000000,32'b00000000000000000000000000000000,32'b00000000000000000000000000000000,32'b00000000000000000000000000000000,32'b00000000000000000000000000000000,32'b00000000000000000000000000000000,32'b00000000000000000000000000000000,32'b00000000000000000000000000000000,32'b00000000000000000000000000000000,32'b00000000000000000000000000000000,32'b00000000000000000000000000000000,32'b00000000000000000000000000000000,32'b00000000000000000000000000000000,32'b00000000000000000000000000000000,32'b00000000000000000000000000000000,32'b00000000000000000000000000000000};
    for (i=0; i < 512; i = i + 1) begin
      DATA_RAM[512-1-i] = ram_init[i*32+:32];
    end
  end
  always @(posedge CLOCK) begin : DATA_blockRam
    if (c$app_arg & ENABLE) begin
      DATA_RAM[(wild_0)] <= ds[31:0];
    end
    if (ENABLE) begin
      DATA <= DATA_RAM[(wild)];
    end
  end
  assign a1 = EDIT_SERIAL[63:0];
  assign wild = $signed(c$wild_app_arg);
  assign wild_0 = $signed(c$wild_app_arg_0);
  assign ds = EDIT_SERIAL[64:64] ? a1 : ({64 {1'bx}});
endmodule
### flow/run.sh
#!/bin/bash
# OpenROAD 26Q1-2900-gdf79404cd8, Yosys 0.63+post, stock flow scripts
make -C /OpenROAD-flow-scripts/flow DESIGN_CONFIG=/design/flow/config.mk WORK_HOME=/design/flow/orfs finish
### flow/config.mk
export PLATFORM = sky130hd
export DESIGN_NAME = MainMemory
export DESIGN_NICKNAME = MainMemory
export VERILOG_FILES = /design/flow/design.v
export SDC_FILE = /design/flow/constraint.sdc
export NUM_CORES = 4
export LEC_CHECK = 1
export CORE_UTILIZATION = 30
export SYNTH_MEMORY_MAX_BITS = 65536
### flow/constraint.sdc
current_design MainMemory

set clk_period 46.7
set clk_io_pct 0.2

create_clock -name clk0 -period $clk_period [get_ports {CLOCK}]

set non_clock_inputs [all_inputs -no_clocks]
set_input_delay [expr $clk_period * $clk_io_pct] -clock clk0 $non_clock_inputs
set_output_delay [expr $clk_period * $clk_io_pct] -clock clk0 [all_outputs]
==> metrics.yaml <==
synth.avg_cell_area_sq_um: 20.8
cts_setup_buffers: 0
syn_area_sq_um: 635000
grt_pass1_vias: 356521
clk_pin_slew_worst_paths_ns: 0.06
drv_cap: 2
synth_cells: 30486
finalPower_w: 0.0309
lay_top_count: "edfxtp_1"
slew_violations: 3
drtPass1Iterations: 8
avgViaCountPerCell: 5.24
die_h_microns: 1460
core_area_sq_um: 2110000
wl_per_cell_microns: 32.6
fmax_mhz: 56.3
cts_tree: "built"
ctsHtreeMaxLevel: 7
ir_drop_v: 0.0000361
comb_power_share_pct: 5.2
drive_gt1_share_pct: 22.8
finalInstanceArea_sq_um: 733000
die_x_microns: 1460
dieArea_sq_um: 2120000
pwr-share-clk_pct: 42.2
placement_rows: 534
worstPathRequired_ns: 47.82
ff_type: "edfxtp_1"
rsz0062_at_grt: "no"
grt_first_pass_wirelength_microns: 2770000
setup_viol: 0
fin_skew_ns: 0.143
p_leak_nw: 230
fin_setup_tns_ns: 0
max_stage_delay_ns: 0.79
grt-ovfl-total: 0
hold_buffers: 0
ys_cells: 30486
fin_crit_sh_pct: 38.0
async_flop_share_pct: 0
cp.arrival_ns: 18.87
switching_share_pct: 21.4
cts_buffer_depth: 6
portBuffers: 84
cts_buffers: 1668
warnings: 87
yosys_area_sq_um: 635000
ys_ff: 16416
root_buffer: "clkbuf_16"
grt_max_degree: 128
route.detailed.drc: 0
drt_wl_total_microns: 2030000
hold_path.class: "reg2reg"
yosysWarnings: 1
place.gp.congestion: 0.901
critPathMaxFanout: 74
boundaryPins: 132
antenna_found_initial: 205
synthDistinctLibCells: 93
holdWs_ns: 1.14
cpLargestDelayFamily: "buffers and inverters"
worst_path_max_delay_cell: "or4_1"
status: "finished, violations left"
period_needed_ns: 17.75
placed_cell_area_sq_um: 679000
crit_type: "in2reg"
layout_top_cells: "16,416 x edfxtp_1, 3,186 x mux2i_1, 2,563 x mux4_2"
startpoint_type: "input port"
switching_power_w: 0.00663
cp-startpoint: "FETCH_ADDRESS[0]"
ant_nets: 0
clock_sink_count: 16416
track_usage_pct: 20.2
end_kind: "register"
area_growth_pct: 15.4
seq_power_share_pct: 52.5
initCoreUtil_pct: 30.1
tightest_slew_ns: 1.52
worstHoldStart: "DATA_RAM[278][23]"
power.density_nw_per_um2: 42.2
hpwl_microns: 1220000
drtIter0Drc: 22499
clock_latency_ns: 1.38
synth-edff-count: 16416
synth_seq_share_pct: 77.6
slew_headroom_pct: -1.97
internal_power_w: 0.0243
violations: "max-capacitance violations, max-slew violations"
cp_common_cell: "buf_4"
cp_num_buf_inv: 11
timing.rr.start: "DATA_RAM[450][4]"
cts.repair.resized: 0
cp_cell_sequence: "buf_16 > buf_4 > buf_4 > buf_4 > buf_4 > buf_12 > buf_4 > buf_4 > buf_4 > buf_4 > mux2i_1 > o221ai_1 > nor3_1 > buf_4 > nor3_1 > nand3_1 > or4_1 > a211oi_2"
num_vias: 326421
hold_violations: 0
## Yosys cell counts (all sizes together), types with 8 or more instances
| master | count | area (sq um) |
|---|---|---|
| nor3b | 10 | 80.1 |
| a2111oi | 56 | 513 |
| a2bb2oi | 9 | 78.8 |
| nand3 | 158 | 791 |
| nor4 | 94 | 601 |
| a221oi | 34 | 298 |
| o41ai | 11 | 96.3 |
| a31oi | 183 | 1140 |
| nor3 | 336 | 1680 |
| o32ai | 23 | 201 |
| a32oi | 18 | 158 |
| o2111ai | 10 | 87.6 |
| o22ai | 870 | 5440 |
| and4 | 8 | 70.1 |
| nor2 | 981 | 3680 |
| clkbuf | 686 | 2810 |
| or4 | 14 | 105 |
| a21o | 28 | 210 |
| nand2b | 12 | 75.1 |
| o211ai | 31 | 233 |
| nand4 | 74 | 463 |
| a22oi | 83 | 623 |
| a211oi | 129 | 968 |
| and3 | 49 | 307 |
| edfxtp | 16416 | 493000 |
| o311ai | 18 | 158 |
| and2 | 30 | 188 |
| mux2i | 3186 | 31900 |
| mux2 | 37 | 417 |
| nand2 | 503 | 1890 |
| buf | 1182 | 10200 |
| o21a | 57 | 428 |
| or3 | 17 | 106 |
| o21ai | 448 | 2240 |
| o221ai | 1034 | 9090 |
| a211o | 23 | 201 |
| a21oi | 831 | 4160 |
| a311oi | 13 | 114 |
| o21bai | 20 | 150 |
| nor2b | 11 | 68.8 |
| mux4 | 2608 | 58900 |
| o31ai | 31 | 233 |
| o22a | 25 | 219 |
## layout make-up
type / instances / area, sq um
Sequential cell: 16416 / 493000
Antenna cell: 436 / 1090
Multi-Input combinational cell: 12196 / 134000
Clock inverter: 991 / 9510
Tap cell: 28140 / 35200
Inverter: 5 / 41.3
Clock buffer: 1980 / 43300
Fill cell: 190964 / 1380000
Timing Repair Buffer: 2108 / 16700
## path summary, 6_finish.rpt
kind	slack, ns	cells past startpoint	endpoint
max reg2reg	42.52	8	DATA[4]
max	28.95	18	DATA[17]
min	1.14	4	DATA[23]
min reg2reg	1.14	4	DATA[23]
## logic make-up after synthesis
logic type             count (synthesis)  synth area share, %
AND-OR/OR-AND                       4030                 4.33
AND/OR/NAND/NOR                     2335                 1.65
flip-flops                         16416                 77.6
buffers and inverters               1874                 2.05
multiplexers                        5831                 14.4
## metal layers
metal	up-vias	part of all wire, %	track usage [%]
met5	-	0.63	5.55
met4	316	5.9	9.53
met3	4365	24	22.5
met2	27770	44	28.1
met1	161011	26	16.5
li1	132959	-	-
## power groups by stage
stage	Combinational, W	Clock [W]	Sequential (W)
finish	0.00162	0.0131	0.0162
global route	0.00170	0.0137	0.0162
CTS	0.00160	0.0132	0.0162
## worst reg2reg max path: stages, from the launching register on
cell       delay (ns)
edfxtp_1         0.33
mux2i_1          0.07
o221ai_1         0.27
o22ai_1          0.27
a2111oi_1        0.51
nand4_1          0.73
nand4_1          0.79
nand4_1          0.62
nor4_2           0.40
## sequential cells by signal (all words and copies together) (netlist names)
register and flops:
DATA 32, DATA_RAM 16384
## stage by stage
step | setup WS [ns] | utilization [%] | std cells
floorplan | 34.78 | - | 30486
global placement | 27.90 | 32.1 | 58862
detailed placement | 27.85 | 32.1 | 58864
CTS | 29.21 | 34.6 | 61835
global route | 28.52 | 34.7 | 62140
finish | 28.95 | 34.7 | 62272
Power and IR drop assume default switching activity.
