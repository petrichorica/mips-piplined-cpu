--- design.v ---
`timescale 100fs/100fs
module Instruction_decode
    (
        input [31:0] instruction,
        input [31:0] pc,
        input clk,
        input signed [31:0] write_result,
        input [4:0] write_addr,
        input register_write,
        input jumpD,
        input linkD,
        output reg signed [31:0] rs,
        output reg signed [31:0] rt,
        output wire [4:0] rs_addr,
        output wire [4:0] rt_addr,
        output wire [4:0] rd_addr,
        output reg signed [31:0] extended_imm,
        output wire [4:0] shamt,
        output reg [31:0] pc_branch
    );
    reg [31:0] reg_value [31:0];
    reg flag = 1'b1;
    initial
    begin:block1
    integer i;
    for (i=0; i<32; i = i+1) begin
        reg_value[i] = 32'b0000000000000000000000000000000;
    end
    end
    wire [15:0] imm;
    wire [5:0] op;
    assign op = instruction[31:26];
    assign rs_addr = instruction[25:21];
    assign rt_addr = instruction[20:16];
    assign rd_addr = instruction[15:11];
    assign imm = instruction[15:0];
    assign shamt = instruction[10:6];
    always @(register_write, write_addr, write_result) begin
        if (register_write == 1'b1 && write_addr != 5'b0) begin
            reg_value[write_addr] <= write_result;
        end
    end
    always @(jumpD, linkD) begin
        if (jumpD && linkD) begin
            reg_value[31] <= pc;
        end
    end
    always @(posedge clk)
    begin
        rs <= reg_value[rs_addr];
        rt <= reg_value[rt_addr];
        if (op == 6'hc || op == 6'hd || op == 6'he) begin
            extended_imm <= {{16{1'b0}}, imm};
        end
        else begin
            extended_imm <= {{16{imm[15]}}, imm};
        end
    end
    always @(extended_imm) begin
        pc_branch <= (extended_imm << 2) + pc;
    end
endmodule
--- run.sh ---
#!/bin/bash
# OpenROAD 26Q1-2900-gdf79404cd8, Yosys 0.63+post, stock flow scripts
make -C /OpenROAD-flow-scripts/flow DESIGN_CONFIG=/design/flow/config.mk WORK_HOME=/design/flow/orfs finish
--- config.mk ---
export PLATFORM = sky130hd
export DESIGN_NAME = Instruction_decode
export DESIGN_NICKNAME = Instruction_decode
export VERILOG_FILES = /design/flow/design.v
export SDC_FILE = /design/flow/constraint.sdc
export NUM_CORES = 4
export LEC_CHECK = 1
export CORE_UTILIZATION = 50
--- constraint.sdc ---
current_design Instruction_decode

set clk_period 9.8
set clk_io_pct 0.2

create_clock -name clk0 -period $clk_period [get_ports {clk}]

set non_clock_inputs [all_inputs -no_clocks]
set_input_delay [expr $clk_period * $clk_io_pct] -clock clk0 $non_clock_inputs
set_output_delay [expr $clk_period * $clk_io_pct] -clock clk0 [all_outputs]
==> run summary <==
run metrics: ys flop type=dlxtn_1, yosys aoi share=a little over a quarter, Top cells by area=dlxtn_1 48%, a22oi_1 20%, dfxtp_1 5.0%, adder share=between 1 and 1.5%, Basic Gates by Area=12.66%, largest non-sequential cell family by area=AND-OR/OR-AND gates, Log Error=ERROR: Found 32 problems in 'check -assert'., Yosys reg bits=roughly 1100, Post-synth EDFFs=0, MUX share of area=less than 1%, Unique cell types=around 72, yosys cell count=roughly 3500, leading area contributor after synthesis=dlxtn_1, xor/xnor share=0.5711%, Top-area cell share=~48%, Yosys chip area=roughly 32000 sq um, Synth async-reset ratio=0%, synth warn=2, stage where the run ended=1_2_yosys, status=aborted with a tool error
synth_stat cells (31+ instances only):
cell,instances
dlxtp_1,32
nand4_1,94
clkbuf_1,91
buf_2,112
nand3_1,55
nor3_1,73
a31oi_1,36
a222oi_1,31
dlxtn_1,1024
a22oi_1,879
dfxtp_1,81
nor2_1,160
a21oi_1,83
nand2_1,324
buf_4,63
nor4_1,36
logic make-up after synthesis:
kind of cell | count (synthesis)
compound gates | 1156
xor+xnor | 21
fa+ha+maj | 30
buf+inv | 287
flops | 81
latches | 1056
mux | 6
other cells | 1
simple gates | 857
